<file path="flow/config.mk">
export PLATFORM = sky130hd
export DESIGN_NAME = Data_Memory
export DESIGN_NICKNAME = Data_Memory
export VERILOG_FILES = /design/flow/design.v
export SDC_FILE = /design/flow/constraint.sdc
export NUM_CORES = 4
export LEC_CHECK = 1
export CORE_UTILIZATION = 40
</file>
<file path="flow/constraint.sdc">
current_design Data_Memory

set clk_period 3.0
set clk_io_pct 0.2

create_clock -name clk0 -period $clk_period [get_ports {clk_i}]

set non_clock_inputs [all_inputs -no_clocks]
set_input_delay [expr $clk_period * $clk_io_pct] -clock clk0 $non_clock_inputs
set_output_delay [expr $clk_period * $clk_io_pct] -clock clk0 [all_outputs]
</file>
<file path="flow/design.v">
module Data_Memory
(
    clk_i,      
    addr_i,     
    WData_i,    
    MemWrite_i, 
    MemRead_i,  
    ReadData_o  
);
input               clk_i;
input   [31:0]       addr_i;
input   [31:0]      WData_i;
input               MemWrite_i;
input               MemRead_i;
output  [31:0]      ReadData_o;
reg     [7:0]      memory        [0:31];
reg ReadData_o;
always@(negedge clk_i) begin
    if (MemRead_i) 
        ReadData_o <= memory[addr_i];
end
always@(posedge clk_i) begin
    if(MemWrite_i)
        memory[addr_i] <= WData_i;
end
endmodule 
</file>
<file path="flow/run.sh">
#!/bin/bash
# OpenROAD 26Q1-2900-gdf79404cd8, Yosys 0.63+post, stock flow scripts
make -C /OpenROAD-flow-scripts/flow DESIGN_CONFIG=/design/flow/config.mk WORK_HOME=/design/flow/orfs finish
</file>
==> out/metrics.cfg <==
[detailed_routing]
via_per_inst=5.222
routedWlPerCell_um=21.96
routed-via-count=5896
antenna_cells=0
drtPass1Iterations=4
final_antenna_net_count=0
routed_wl_mm=24.79
drt_iter0_drc=366
drc=0

[logic_synthesis]
yosys.cell_types.count=26
synth-edff-count=264
syn_avg_cell_area_sq_um=17.40
ys_top_cells_by_area=edfxtp_1 76%, mux2i_1 12%, o22ai_1 3.8%
yosysChipArea_sq_mm=0.01047
async_flop_share_pct=0
largest_area_cell=edfxtp_1
synthesis.area_sq_mm=0.01047
seq_area_frac_synth_pct=75.69
synth_warnings=1
synth.top_cell.area_share_pct=75.69
ys.flop_type=edfxtp_1
synth_flops=264
synth_cells=602
ys_cells=602

[place]
pre_cts_ws_ps=-1440
place_congestion=0.9480
io_buffers=23
dp_hpwl_mm=15.25
dpl_cell_area_sq_mm=0.01171

[layout]
drive_above_1_share_pct=41.43
final_cell_mix=264 x edfxtp_1, 94 x buf_4, 66 x mux2i_1, 37 x mux2i_4, 34 x buf_6
area_growth_pct=38.41
n_fill_cell=1806
postLayoutCellArea_sq_mm=0.01450
lay_top_count=edfxtp_1

[timing]
setup_viol=15
fin_ws_ps=-268.1
worst_pin_slew_ps=562.5
clock_skew_ps=57.22
slew_viol_final=0
rsz0062_at_grt=yes
relSlewSlack_pct=62.39
finalHoldViolations=0

[status]
violations=negative setup slack
status=complete, but fails checks

[cts]
numClockSinks=264
ctsRootBufferMaster=clkbuf_16
insertion_delay_ps=570
cts_tree=yes
hold_buffers=0
htree_levels=1
clockBufferDepth=3
clkSlewWorstSetupHoldPaths_ps=60
cts_buffers=27

[worst_setup_path]
cp-start-kind=flip-flop
worstPathArrival_ps=2670
crit_path_top_delay_cell=edfxtp_1
cp-end-kind=output pin
path_class=flip-flop to output pin
critPathMaxStageDelay_ps=450
critPathMaxFanout=1
path_buffers=1
crit_required_ps=2400
cpLargestDelayFamily=flip-flops
worstPathCellList=buf_2

[global_route]
overflow=0
grt_pass1_wl_mm=36.43
first_global_vias=6109
antenna_found_initial=0
grt_max_degree=33
grt.total_usage_pct=20.40

[hold_path]
hold_class=input pin to flip-flop

[floorplanning]
chipArea_sq_mm=0.02684
die-width_um=163.8
io-pin-count=99
die_height_um=163.8
rows=58
fp-utilization_pct=41.24
core_area_sq_mm=0.02540

[power]
p_leak_nw=5.027
power_density_mw_per_mm2=555.1
vdd_drop_max_mv=0.6247

[flow_run]
tool_warnings=87
drv_cap=0

[through the flow]
step	hold slack, ps	power (mW)	util [%]	cells	TNS, ps
floorplan	698.9	4.454	-	625	-2715
global placement	1458	4.666	46.08	1018	-9757
detailed placement	1473	4.672	46.08	1018	-9865
CTS	810.3	8.027	54.77	1104	-2056
global route	820.6	8.300	57.07	1129	-2898
finish	807.9	8.047	57.07	1129	-2303
[final timing paths]
path	startpoint	end	cells past startpoint	slack (ps)
max reg2reg	memory[21][6]$_DFFE_PP_	ReadData_o[6]$_DFFE_NP_	5	30
max	ReadData_o[0]$_DFFE_NP_	ReadData_o[0]	1	-270
min reg2reg	memory[18][0]$_DFFE_PP_	ReadData_o[0]$_DFFE_NP_	4	2210
min	addr_i[2]	memory[27][3]$_DFFE_PP_	5	810
[registers in the layout, summed over array words and instances, names as in the netlist]
register and cells:
memory 256, ReadData_o 8
[layer usage]
layer  up-vias  global-route usage [%]  part of all wire (%)
li1       2736                       -                     -
met1      2883                   28.19                    39
met2       247                   32.38                    49
met3        30                   9.426                    11
met4         0                   2.904                   1.4
met5         -                       0                     0
[what timing repair did]
action / 4_1_cts / 5_1_grt
buffers inserted: 30 / 28
endpoints found under the setup margin: 16 / 16
cloned: 7 / 1
endpoints found under the hold margin: 0 / 0
resized: 238 / 64
pin swaps: 37 / 28
[final cells by class]
class	instances	area (sq um)	area share, %
tap	330	412.9	2.848
clock inverter	26	196.4	1.355
timing repair buffer	177	1834	12.65
clock buffer	31	700.7	4.833
sequential	264	7928	54.69
multi-input combinational	301	3425	23.62
[Yosys cell counts (2+ instances only)]
cell	count
nand3_1	2
edfxtp_1	264
nor3_1	4
o22ai_1	63
buf_6	2
buf_1	3
nand4bb_1	5
or3b_2	3
nor4_1	16
buf_4	24
nand3b_1	4
mux2i_1	128
or4b_1	4
nand4b_1	4
nor2_1	29
nand2_1	10
buf_2	22
clkbuf_1	7
[cells by family after synthesis]
logic type	Yosys count	synth area share (%)
AND-OR/OR-AND	64	3.882
buffers and inverters	60	3.428
flip-flops	264	75.69
multiplexers	128	12.23
other	1	0.03580
AND/OR/NAND/NOR	85	4.731
[report_power, final]
part | internal [mW] | switching (mW) | total, mW
Sequential | 4.12 | 0.0275 | 4.15
Clock | 1.94 | 1.30 | 3.24
Combinational | 0.334 | 0.322 | 0.656
Power and IR drop assume default switching activity.
