**flow/design.v**
```verilog
module IDEX (
	clk_i, 
	inst_i, 
	RSData_i, 
	RTData_i,
	SignExtended_i,
	Rs1_i,
	Rs2_i,
	Rd_i,
	inst_o, 
	Rs1_o,
	Rs2_o,
	Rd_o,
	RSData_o, 
	RTData_o,
	SignExtended_o,
	RegDst_i,
	ALUOp_i,
	ALUSrc_i,
	MemRead_i,
	MemWrite_i,
	RegWrite_i,
	MemToReg_i,
	RegDst_o,
	ALUOp_o,
	ALUSrc_o,
	MemRead_o,
	MemWrite_o,
	RegWrite_o,
	MemToReg_o
);
input 	     	clk_i;
input [31:0]    inst_i;
input [4:0]		Rs1_i,Rs2_i,Rd_i;
input [31:0]    RSData_i;
input [31:0]    RTData_i;
input [31:0]    SignExtended_i;
output [31:0] 	RSData_o;
output [31:0] 	RTData_o;
output [31:0] 	SignExtended_o;
output [31:0] 	inst_o;
output [4:0]		Rs1_o,Rs2_o,Rd_o;
input RegDst_i;
input ALUSrc_i;
input RegWrite_i;
input MemToReg_i;
input MemRead_i;
input MemWrite_i;
input [1:0]	 ALUOp_i;
output 	     RegDst_o, ALUSrc_o, RegWrite_o, MemToReg_o, MemRead_o, MemWrite_o;
output [1:0] ALUOp_o;
reg [31:0] 	RSData_o;
reg [31:0] 	RTData_o;
reg [31:0] 	SignExtended_o;
reg [4:0]	Rs1_o,Rs2_o,Rd_o;
reg [31:0] 	inst_o;
reg 	    RegDst_o;
reg 		ALUSrc_o;
reg 		RegWrite_o; 
reg 		MemToReg_o; 
reg 		MemRead_o; 
reg 		MemWrite_o;
reg [1:0]   ALUOp_o;
initial begin 
    RSData_o 		    <= 32'd0;
    RTData_o 		    <= 32'd0;
    SignExtended_o 	    <= 32'd0;
    Rs1_o               <= 5'd0;
    Rs2_o               <= 5'd0;
    Rd_o                <= 5'd0;
    inst_o 			    <= 32'd0;
    RegDst_o            <= 1'd0;
   	ALUSrc_o            <= 1'd0;
    RegWrite_o          <= 1'd0; 
   	MemToReg_o          <= 1'd0; 
    MemRead_o           <= 1'd0; 
    MemWrite_o          <= 1'd0;
    ALUOp_o             <= 2'd0;
end
 always @(posedge clk_i) 
begin
	inst_o			<=	inst_i;	 
	Rs1_o			<=  Rs1_i;
	Rs2_o			<=  Rs2_i;
	Rd_o			<=  Rd_i;
	RSData_o		<=	RSData_i;
	RTData_o		<=	RTData_i;
	SignExtended_o	<=	SignExtended_i;
	ALUSrc_o		<= ALUSrc_i;
	RegDst_o 		<= RegDst_i;
	ALUOp_o			<= ALUOp_i;
	MemRead_o		<= MemRead_i;
	MemWrite_o		<= MemWrite_i;
	RegWrite_o		<= RegWrite_i;
	MemToReg_o		<= MemToReg_i;
end
endmodule
```
**flow/run.sh**
```bash
#!/bin/bash
# OpenROAD 26Q1-2900-gdf79404cd8, Yosys 0.63+post, stock flow scripts
make -C /OpenROAD-flow-scripts/flow DESIGN_CONFIG=/design/flow/config.mk WORK_HOME=/design/flow/orfs finish
```
**flow/config.mk**
```make
export PLATFORM = sky130hd
export DESIGN_NAME = IDEX
export DESIGN_NICKNAME = IDEX
export VERILOG_FILES = /design/flow/design.v
export SDC_FILE = /design/flow/constraint.sdc
export NUM_CORES = 4
export LEC_CHECK = 1
export CORE_AREA = 10 10 161 161
export DIE_AREA = 0 0 171 171
```
**flow/constraint.sdc**
```tcl
current_design IDEX

set clk_period 1.0
set clk_io_pct 0.2

create_clock -name clk0 -period $clk_period [get_ports {clk_i}]

set non_clock_inputs [all_inputs -no_clocks]
set_input_delay [expr $clk_period * $clk_io_pct] -clock clk0 $non_clock_inputs
set_output_delay [expr $clk_period * $clk_io_pct] -clock clk0 [all_outputs]
```
==> results.sh <==
# physical design summary
export IMPL_run_status="finished, violations left"
export IMPL_violations="setup timing"
export IMPL_post_layout_nonfiller_instances=770
export IMPL_drc=0
export IMPL_coreArea_um2=22600
export IMPL_grt_util_met1=0.0730
export IMPL_floorplan_die_area_um2=29200
export IMPL_p_per_area_nw_per_um2=2180
export IMPL_async_reset_ff_frac=0
export IMPL_utilization=0.277
export IMPL_fp_utilization=0.134
export IMPL_die_x_um=171
export IMPL_critPathMaxFanout=1
export IMPL_p_int_mw=10.8
export IMPL_final_period_util=1.04
export IMPL_cp_data_required_time_ns=0.80
export IMPL_ys_chip_area_um2=3020
export IMPL_global_route_usage_met3=0.0548
export IMPL_number_of_vias_per_cell_after_detailed_routing=2.94
export IMPL_min_period_ns=1.04
export IMPL_max_freq_mhz=963
export IMPL_combinationalPowerShare=0.062
export IMPL_ff_latch_area_um2=3040
export IMPL_yosys_top_cells_area="dfxtp_1"
export IMPL_dominant_flop_cell="dfxtp_1"
export IMPL_top_cell_type_by_instance_count_after_synthesis="dfxtp_1"
export IMPL_synthCells=151
export IMPL_global_route_overflow_total=0
export IMPL_fillCellCount=2396
export IMPL_post_synth_edffs=0
export IMPL_final_antenna_net_count=0
export IMPL_grt_max_degree=17
export IMPL_stage_log_warnings=27
export IMPL_nMultiInputCombCells=0
export IMPL_rows=55
export IMPL_final_critical_path_setup_slack_ns=-0.0386
export IMPL_placed_cells=738
export IMPL_grt_setup_unrepaired="yes"
export IMPL_max_cap_viol_count=0
export IMPL_power_ir_vdd_worst_mv=1.03
export IMPL_critical_path_arrival_ns=0.84
export IMPL_gpl_final_weighted_congestion=0.728
export IMPL_initial_antenna_violation_count=0
export IMPL_sw_frac_of_total=0.205
export IMPL_via_count=2263
export IMPL_groute_usage_overall=0.0673
export IMPL_yosysTopAreaCell="dfxtp_1"
export IMPL_crit_buf_inv=1
export IMPL_cts_hold_buffers_added=0
export IMPL_grt_busiest_layer="met2"
export IMPL_cp_start_kind="flip-flop"
export IMPL_worst_path_dominant_cell_family="flip-flops"
export IMPL_numCtsBuffers=17
export IMPL_post_dp_hpwl_mm=8.44
export IMPL_p_seq_frac=0.470
export IMPL_vias_in_the_first_global_route=2407
export IMPL_gr_usage_met2=0.104
export IMPL_yosys_stat_seqShare=1.00
export IMPL_netlist_top_cells_count="dfxtp_1"
export IMPL_floorplan_io_pins=303
export IMPL_maxSlewViolCount=0
export IMPL_grt_pass1_wl_mm=14.8
export IMPL_max_stage_delay_ns=0.32
export IMPL_timing_hold_violations_final=0
export IMPL_hold_class="in2reg"
export IMPL_setup_viol=105
export IMPL_postCtsSetupRepairBufs=0
export IMPL_critPathSlowestCell="dfxtp_2"
export IMPL_net_switching_power_mw=2.79
export IMPL_synth_area_um2=3020
export IMPL_clk_root_buffer_cell="clkbuf_16"
export IMPL_cts_root_to_sink_buffers=2
export IMPL_setup_worst_path_class="reg2out"
export IMPL_worstMarginPinSlew_ns=0.175
export IMPL_antennaDiodeCount=0
export IMPL_relSlewSlack=0.884
export IMPL_netlist_cell_type_count=1
export IMPL_timing_critical_path_to_type="output pin"
export IMPL_synth_warnings=1
export IMPL_ys_flops=151
export IMPL_cts_sinks=151
export IMPL_detailedRoute_firstPassIterationCount=2
export IMPL_port_buffers=302
export IMPL_cts_htree_levels=4
export IMPL_area_growth_synth_to_final_pct=107
export IMPL_drt_iter0_markers=98
export IMPL_layout_drive_gt1_share=0.394
export IMPL_avgSynthCellArea_um2=20.0
export IMPL_die_size_y_um=171
export IMPL_clk_pin_slew_worst_paths_ns=0.06
export IMPL_crit_path_cell_trace="buf_2"
export IMPL_routed_wl_mm=10.6
export IMPL_yosysCellCount=151
export IMPL_p_leak_nw=2.73
export IMPL_wire_per_inst_um=13.7
export IMPL_top_area_frac=1.00
export IMPL_final_comb_area_um2=0
export IMPL_tritoncts="done"
export IMPL_clockPowerShare=0.468
## metrics by stage
step                setup WS, ns  total power [mW]  hold WS, ns  setup TNS, ns  area (µm²)
floorplan                  0.538              6.46        0.228              0        3020
global placement         -0.0324              7.71        0.649        -0.0591        6400
detailed placement       -0.0301              7.72        0.652        -0.0580        6400
CTS                      -0.0820              14.0        0.194          -6.28        6240
global route             -0.0908              14.3        0.189          -9.11        6250
finish                   -0.0386              13.6        0.225         -0.874        6250
## power groups by stage
stage                 Sequential, mW  Combinational, mW  Clock, mW
final                           6.40              0.844       6.37
after global routing            6.43              0.931       6.91
after CTS                       6.40              0.872       6.69
## cells by family after synthesis
kind of cell  Yosys count  share of synthesized area
flops                 151                       1.00
## cell usage in the layout (no fill, tap or decap)
| master | count |
|---|---|
| clkinvlp_4 | 4 |
| clkinv_4 | 2 |
| clkbuf_16 | 17 |
| clkbuf_8 | 1 |
| dfxtp_2 | 10 |
| dfxtp_1 | 141 |
| inv_6 | 4 |
| buf_2 | 151 |
| bufinv_16 | 2 |
| clkbuf_1 | 2 |
| clkdlybuf4s50_1 | 151 |
## metal layers
layer | wire [µm] | up-vias
li1 | - | 1114
met5 | 0 | -
met1 | 3890 | 956
met3 | 1920 | 5
met2 | 4680 | 188
met4 | 70 | 0
## area by class of cell
type                    instances  area share
flip-flops and latches        151       0.486
repair buffers                302       0.363
clock buffers                  20      0.0715
well taps                     285      0.0571
clock inverters                12      0.0228
## worst paths after layout
path / slack (ns) / from / end / depth (start not counted)
worst max-delay path: -0.04 / RSData_o[15] / RSData_o[15] / 1
worst min-delay path: 0.23 / inst_i[14] / inst_o[14] / 1
## state kept, by name, indices dropped and copies added, names as in the netlist
register and flops:
RegDst_o 1, SignExtended_o 32, RSData_o 32, Rs2_o 5
RTData_o 32, Rd_o 5, inst_o 32, ALUOp_o 2
ALUSrc_o 1, RegWrite_o 1, Rs1_o 5, MemRead_o 1
MemWrite_o 1, MemToReg_o 1
## what timing repair did
| action | in CTS | in global routing |
|---|---|---|
| gates cloned | 0 | 0 |
| resized | 478 | 5 |
| setup endpoints to repair | 151 | 151 |
| hold endpoints to repair | 0 | 0 |
Power and IR drop assume default switching activity.
