==> flow/design.v <==
module dcache_data_sram
(
	clk_i,
	addr_i,
	data_i,
	enable_i,
	write_i,
	data_o
);
input				  clk_i;
input	[4:0]		addr_i;
input	[255:0]	data_i;
input				  enable_i;
input				  write_i;
output	[255:0] 	data_o;
reg		[255:0]		memory 			[0:31];	
always@(posedge clk_i) begin
    if(enable_i && write_i) begin
		memory[addr_i]   <= data_i;
	end
end
assign 	data_o = (enable_i) ? memory[addr_i] : 256'b0;
endmodule
module dcache_tag_sram
(
	clk_i,
	addr_i,
	data_i,
	enable_i,
	write_i,
	data_o
);
input				  clk_i;
input	[4:0]		addr_i;
input	[23:0]	data_i;
input				  enable_i;
input				  write_i;
output	[23:0] 		data_o;
reg		[23:0]		memory 			[0:31];	
always@(posedge clk_i) begin
    if(enable_i && write_i) begin
		memory[addr_i]   <= data_i;
	end
end
assign 	data_o = (enable_i) ? memory[addr_i] : 24'b0;
endmodule
module dcache_top
(
	clk_i, 
	rst_i,
	mem_data_i,        
	mem_ack_i, 	       
	mem_enable_o,      
	mem_write_o,       
	mem_addr_o, 	   
	mem_data_o,        
	p1_addr_i, 	       
	p1_data_i,         
	p1_MemRead_i,      
	p1_MemWrite_i,     
	p1_data_o,         
	p1_stall_o		   
);
input				clk_i; 
input				rst_i;
input	[256-1:0]	  mem_data_i; 
input				  mem_ack_i; 
output	[256-1:0]	  mem_data_o; 
output	[32-1:0]	  mem_addr_o; 	
output				  mem_enable_o; 
output				  mem_write_o; 
input	[32-1:0]	    p1_data_i; 
input	[32-1:0]	    p1_addr_i; 	
input				    p1_MemRead_i; 
input				    p1_MemWrite_i; 
output	[32-1:0]        p1_data_o; 
output				    p1_stall_o; 
wire	[4:0]		    cache_sram_index;
wire				    cache_sram_enable;
wire	[23:0]			cache_sram_tag;
wire	[255:0]			cache_sram_data;
wire				    cache_sram_write;
wire	[23:0]			sram_cache_tag;
wire	[255:0]			sram_cache_data;
wire				sram_valid;
wire				sram_dirty;
parameter 				  STATE_IDLE		= 3'h0,
					      STATE_READMISS    = 3'h1,
					      STATE_READMISSOK	= 3'h2,
					      STATE_WRITEBACK   = 3'h3,
					      STATE_MISS		= 3'h4;
reg		[2:0]		  state;
reg					  mem_enable;
reg					  mem_write;
reg					  cache_we;
wire				  cache_dirty;
reg					  write_back;
wire	[4:0]		  p1_offset;
wire	[4:0]		  p1_index;
wire	[21:0]		  p1_tag;
wire	[255:0]		  r_hit_data;
wire	[21:0]		  sram_tag;
wire				  hit;
reg		[255:0]		  w_hit_data;
wire				  write_hit;
wire				  p1_req;
reg		[31:0]		  p1_data;
assign 	p1_req     = p1_MemRead_i | p1_MemWrite_i;
assign	p1_offset  = p1_addr_i[4:0];
assign	p1_index   = p1_addr_i[9:5];
assign	p1_tag     = p1_addr_i[31:10];
assign	p1_stall_o = ~hit & p1_req;
assign	p1_data_o  = p1_data; 
assign	sram_valid = sram_cache_tag[23];
assign	sram_dirty = sram_cache_tag[22];
assign	sram_tag   = sram_cache_tag[21:0];
assign	cache_sram_index  = p1_index;
assign	cache_sram_enable = p1_req;
assign	cache_sram_write  = cache_we | write_hit;
assign	cache_sram_tag    = {1'b1, cache_dirty, p1_tag};	
assign	cache_sram_data   = (hit) ? w_hit_data : mem_data_i;
assign	mem_enable_o = mem_enable;
assign	mem_addr_o   = (write_back) ? {sram_tag, p1_index, 5'b0} : {p1_tag, p1_index, 5'b0};
assign	mem_data_o   = sram_cache_data;
assign	mem_write_o  = mem_write;
assign	write_hit    = hit & p1_MemWrite_i;
assign	cache_dirty  = write_hit;
assign hit          = ((sram_tag == p1_tag) && sram_valid)? 1'b1 :1'b0;
assign r_hit_data   = sram_cache_data;
reg [255 : 0] 	temp_r_hit;
reg [255 : 0] 	temp_w_hit1,temp_w_hit2;
always@(p1_offset or r_hit_data) begin
	temp_r_hit = r_hit_data >> (p1_offset*8);
	p1_data = temp_r_hit[31:0];
end
always@(p1_offset or r_hit_data or p1_data_i) begin
	temp_w_hit1 = {224'b0,{32{1'b1}}} << (p1_offset << 3);
	 temp_w_hit1 = ~(temp_w_hit1);
	 temp_w_hit1 = r_hit_data & temp_w_hit1;
	 temp_w_hit2 = {224'b0,p1_data_i} << (p1_offset*8);
	w_hit_data = temp_w_hit1 | temp_w_hit2;
end
always@(posedge clk_i or negedge rst_i) begin
	if(~rst_i) begin
		state      <= STATE_IDLE;
		mem_enable <= 1'b0;
		mem_write  <= 1'b0;
		cache_we   <= 1'b0; 
		write_back <= 1'b0;
	end
	else begin
		case(state)		
			STATE_IDLE: begin
				if(p1_req && !hit) begin	 
					state 	<= 	STATE_MISS;
				end
				else begin
					state 	<=	 STATE_IDLE;
				end
			end
			STATE_MISS: begin
				if(sram_dirty) begin		 
	                mem_enable 	<= 	1'b1;		 
					mem_write 	<= 	1'b1;		 
					write_back 	<= 	1'b1;
					cache_we 	<= 	1'b0;	 
					state 		<=	STATE_WRITEBACK;
				end
				else begin					 
	                mem_enable 	<= 	1'b1;		 
					mem_write 	<= 	1'b0;		 
					write_back 	<= 	1'b0;
					cache_we 	<= 	1'b0;		 
					state 		<= 	STATE_READMISS;
				end
			end
			STATE_READMISS: begin
				if(mem_ack_i) begin	  
	                mem_write 	<= 	1'b0;
	                mem_enable 	<= 	1'b0;	 
					cache_we 	<= 	1'b1;	 
					write_back 	<= 	1'b0;
					state 		<= 	STATE_READMISSOK;
				end
				else begin
					state 		<= 	STATE_READMISS;
				end
			end
			STATE_READMISSOK: begin	  
	            mem_write 	<= 	1'b0;
                mem_enable 	<= 	1'b0;	
				cache_we 	<= 	1'b0;	
				write_back 	<= 	1'b0;	
				state 		<= 	STATE_IDLE;
			end
			STATE_WRITEBACK: begin
				if(mem_ack_i) begin	 
	                write_back 	<= 	1'b0;	 
					mem_write 	<= 	1'b0;	 
					cache_we 	<= 	1'b0;
					mem_enable 	<= 	1'b1;
					state 		<= 	STATE_READMISS;
				end
				else begin
					state 		<= 	STATE_WRITEBACK;
				end
			end
		endcase
	end
end
dcache_tag_sram dcache_tag_sram
(
	.clk_i(clk_i),
	.addr_i(cache_sram_index),
	.data_i(cache_sram_tag),
	.enable_i(cache_sram_enable),
	.write_i(cache_sram_write),
	.data_o(sram_cache_tag)
);
dcache_data_sram dcache_data_sram
(
	.clk_i(clk_i),
	.addr_i(cache_sram_index),
	.data_i(cache_sram_data),
	.enable_i(cache_sram_enable),
	.write_i(cache_sram_write),
	.data_o(sram_cache_data)
);
endmodule
==> flow/run.sh <==
#!/bin/bash
# OpenROAD 26Q1-2900-gdf79404cd8, Yosys 0.63+post, stock flow scripts
make -C /OpenROAD-flow-scripts/flow DESIGN_CONFIG=/design/flow/config.mk WORK_HOME=/design/flow/orfs finish
==> flow/config.mk <==
export PLATFORM = sky130hd
export DESIGN_NAME = dcache_top
export DESIGN_NICKNAME = dcache_top
export VERILOG_FILES = /design/flow/design.v
export SDC_FILE = /design/flow/constraint.sdc
export NUM_CORES = 4
export LEC_CHECK = 1
export CORE_UTILIZATION = 30
export SYNTH_MEMORY_MAX_BITS = 65536
==> flow/constraint.sdc <==
current_design dcache_top

set clk_period 44.7
set clk_io_pct 0.2

create_clock -name clk0 -period $clk_period [get_ports {clk_i}]

set non_clock_inputs [all_inputs -no_clocks]
set_input_delay [expr $clk_period * $clk_io_pct] -clock clk0 $non_clock_inputs
set_output_delay [expr $clk_period * $clk_io_pct] -clock clk0 [all_outputs]
==> Slide: Implementation Results <==
Flow Results at a Glance

Clock network
  – Clock transition at the registers of the reported paths: about 0.070 ns
  – Clock Sinks: between 8,000 and 9,000
  – Total CTS buffers: 869
  – # Post-CTS Setup Buffers: 0
  – Clock tree buffer depth: 5
  – CTS tree: done
  – Clock root cell: clkbuf_16
  – Post_cts resized: 0
  – Post-CTS Hold Fix Bufs: 0
  – H-tree Lvls: 6
  – Late-Pin Clk Latency: roughly 1.2 ns

GRT
  – Initial antenna violation count: 188
  – Grt met2 use: roughly a third
  – Global-route wire length before repair: between 1,500,000 and 2,000,000 um
  – Grt met3 use: between 20% and 30%
  – GR Layer Usage met1: 21.3%
  – Grt total ovfl: 0
  – Gr busiest metal: met2
  – Total track usage: about 24%
  – Largest net degree at the start of global routing: ~93
  – Number of global-route vias before repair: 199,000

Layout
  – Final instance count without filler cells: between 30,000 and 40,000
  – Most frequent cells in the layout: edfxtp_1 (8,928), mux4_2 (2,046), buf_4 (1,114)
  – Commonest Layout Cell: edfxtp_1
  – Area Growth Syn to Fin: 16.4%
  – Fraction of layout cells with a size suffix above 1: between 20% and 30%
  – Final core occ: 35.0%

Place
  – DP Worst Slack: 18.43 ns
  – DPL Wire Length: ~860,000 um
  – Placed Instances: roughly 32,000
  – Routability cong.: 1.04
  – # port buffers: 642

Routing
  – DRC: 0
  – Vias per inst: 5.42
  – DRT iter0 DRCs: 14,700
  – First drt pass iteration count: 8
  – Wirelength per Cell: just under 40 um
  – Final ANT Viol Nets: 0
  – Vias: around 190k
  – Wirelength, routed: between 1,000,000 and 1,500,000 um

STA
  – Worst hold slack: 0.481 ns
  – Fmax: 38.4 MHz
  – Final Skew: ~0.13 ns
  – Setup TNS: 0 ns
  – Tightest Pin Transition: about 1.6 ns
  – Slew HR: -3.88%
  – Setup ws final: 18.65 ns
  – Period utilisation layout: between 50% and 60%
  – Final hold violations: 0
  – Final Setup Violations: 0
  – RSZ-0062 raised after global routing: false
  – Final min period: 26.05 ns
  – Final Slew Violations: 4

Synth
  – EDFF count, synth: approximately 8,900
  – Post-Syn Area: around 350,000 um^2
  – Syn Area/Cell: around 22 um^2
  – Synth Register Bits: ~9,000
  – Dominant flop cell: edfxtp_1
  – Synth warn: 3
  – Library cells used by synthesis: between 90 and 100
  – Syn Inst Count: roughly 16,000
  – Post-synth area from yosys stat: around 350,000 um^2
  – # Cells Yosys: approximately 16,000
  – Sequential share of the synthesized area: roughly three quarters
  – Async SR Flop Fraction: less than 1%

Pwr
  – Leakage: about 130 nW
  – Sw Pwr: roughly 4.3 mW
  – Clock share of power: between 30% and 40%
  – Proportion of power drawn by combinational gates: 8.6%
  – Worst vdd ir: ~0.04 mV
  – Internal power: about 14 mW
  – Switch share: 23.8%
  – PwrDens: about 44 nW/um^2
  – Sequential share of power: about half

Critical path
  – FF-to-FF setup slack: 36.69 ns
  – Arrival time at the worst endpoint: between 15 and 20 ns
  – Critical Path End Type: primary output
  – Startpoint Class: input port
  – Critical path type: input port to primary output
  – Crit-path max FO: 38
  – Worst EP required: around 36 ns

Worst hold path
  – Hold WC Path Type: flop to flop

Floorplan
  – I/O pin total: 648
  – Die width: approximately 1100 um
  – Row cnt: between 300 and 400
  – Chip height: 1080 um
  – Chip Area: roughly 1,200,000 um^2
  – Initial Util: a little under a third
  – Core ar.: approximately 1,200,000 um^2

Flow run
  – Tool warnings: 28
  – Max-capacitance violation count: 1

Status
  – Status: finished, violations left
  – Failing checks: capacitance limit, slew limit
metal layers:
layer,vias up,wire length (um)
li1,72800,-
met1,93300,346000
met2,17000,577000
met3,3122,284000
met4,174,132000
met5,-,8040
cell families (layout without fill, tap and decap cells):
family / Yosys count / in the layout / share of synthesized area (%)
simple gates: 1239 / 1239 / 1.79
buf+inv: 1080 / 3408 / 1.94
mux: 2839 / 2839 / 15.8
flops: 8936 / 8936 / 76.3
other cells: 1 / 366 / 0.00107
compound gates: 2043 / 2043 / 4.06
xor+xnor: 22 / 22 / 0.0548
cell type report:
type	count	area, um^2
antenna	361	903
inverter	56	224
fill	107000	759000
sequential	8936	268000
tap	15600	19500
clock buffer	1064	22600
multi-input combinational	6148	77200
timing repair buffer	1781	15400
clock inverter	507	4820
registers in the layout (all words and copies together), names as in the netlist:
name	count
dcache_data_sram.memory	8192
dcache_tag_sram.memory	736
state	5
cache_we	1
mem_enable	1
mem_write	1
cell usage after synthesis (102+ instances only):
library cell / number / area [um^2]
edfxtp_1: 8928 / 268000
mux4_2: 2046 / 46100
a22oi_1: 1049 / 7880
mux2i_1: 451 / 4510
nor2_1: 446 / 1670
nand2_1: 320 / 1200
clkbuf_1: 307 / 1150
buf_2: 285 / 1430
o22ai_1: 235 / 1470
o21ai_0: 225 / 1130
mux2_4: 224 / 3360
a21oi_1: 184 / 921
buf_4: 182 / 1370
and4_1: 171 / 1500
buf_6: 171 / 1930
mux2_2: 102 / 1150
power groups by stage:
stage                 registers (mW)  clock network, mW  logic (mW)
after global routing            9.30               7.56        1.58
final                           9.30               7.19        1.56
after CTS                       9.30               7.26        1.50
per-stage QoR:
stage               power [mW]  cell area (um^2)
floorplan                 10.2            351000
global placement          11.0            381000
detailed placement        11.0            381000
CTS                       18.1            408000
global route              18.4            409000
finish                    18.0            409000
worst paths after layout:
path,startpoint,endpoint,cells past startpoint
min in group asynchronous,rst_i,mem_enable,1
max reg2reg,dcache_tag_sram.memory[3][14],dcache_data_sram.memory[30][232],15
max in group asynchronous,rst_i,state[0],1
min,state[0],state[0],2
min reg2reg,state[0],state[0],2
max,p1_addr_i[5],p1_data_o[16],17
worst max-delay path, stage by stage:
cell,delay [ns]
buf_16,0.22
buf_4,0.57
buf_4,0.60
buf_4,0.63
buf_4,0.63
buf_4,0.57
buf_4,0.52
buf_4,0.62
mux4_2,0.57
a22oi_1,0.28
and4_1,0.52
nor3_1,0.09
a21oi_1,0.23
o22ai_1,0.10
o21ai_0,0.26
nand4_1,0.62
clkdlybuf4s50_1,0.65
No activity file was given, so power comes from the tool's default toggle rates.
